[flow/run.sh]
#!/bin/bash
# OpenROAD 26Q1-2900-gdf79404cd8, Yosys 0.63+post, stock flow scripts
make -C /OpenROAD-flow-scripts/flow DESIGN_CONFIG=/design/flow/config.mk WORK_HOME=/design/flow/orfs finish
[flow/config.mk]
export PLATFORM = sky130hd
export DESIGN_NAME = Regis
export DESIGN_NICKNAME = Regis
export VERILOG_FILES = /design/flow/design.v
export SDC_FILE = /design/flow/constraint.sdc
export NUM_CORES = 4
export LEC_CHECK = 1
export CORE_UTILIZATION = 50
[flow/constraint.sdc]
current_design Regis

set clk_period 8.8
set clk_io_pct 0.2

create_clock -name clk0 -period $clk_period [get_ports {clk_i}]

set non_clock_inputs [all_inputs -no_clocks]
set_input_delay [expr $clk_period * $clk_io_pct] -clock clk0 $non_clock_inputs
set_output_delay [expr $clk_period * $clk_io_pct] -clock clk0 [all_outputs]
[flow/design.v]
parameter NIB_SIZE = 4;
parameter BYTE_SIZE = 8;
parameter WORD_SIZE = 16;
parameter MEM_SIZE = 1024 * 4;
parameter ALU_LW =    4'b0000;
parameter ALU_SW =    4'b0001;
parameter ALU_LI =    4'b0010;
parameter ALU_ADDU =  4'b0011;
parameter ALU_ADDIU = 4'b0100;
parameter ALU_SLL =   4'b0101;
parameter ALU_MUL =   4'b0110;
parameter ALU_BGE =   4'b0111;
parameter ALU_J =     4'b1000;
parameter ALU_MULI =  4'b1001;
parameter OP_ADD = 3'b000,
          OP_MUL = 3'b001,
          OP_SLL = 3'b010,
          OP_BGE = 3'b011;
parameter NIB_SIZE = 4;
parameter BYTE_SIZE = 8;
parameter WORD_SIZE = 16;
parameter MEM_SIZE = 1024 * 4;
parameter ALU_LW =    4'b0000;
parameter ALU_SW =    4'b0001;
parameter ALU_LI =    4'b0010;
parameter ALU_ADDU =  4'b0011;
parameter ALU_ADDIU = 4'b0100;
parameter ALU_SLL =   4'b0101;
parameter ALU_MUL =   4'b0110;
parameter ALU_BGE =   4'b0111;
parameter ALU_J =     4'b1000;
parameter ALU_MULI =  4'b1001;
parameter OP_ADD = 3'b000,
          OP_MUL = 3'b001,
          OP_SLL = 3'b010,
          OP_BGE = 3'b011;
parameter NIB_SIZE = 4;
parameter BYTE_SIZE = 8;
parameter WORD_SIZE = 16;
parameter MEM_SIZE = 1024 * 4;
parameter ALU_LW =    4'b0000;
parameter ALU_SW =    4'b0001;
parameter ALU_LI =    4'b0010;
parameter ALU_ADDU =  4'b0011;
parameter ALU_ADDIU = 4'b0100;
parameter ALU_SLL =   4'b0101;
parameter ALU_MUL =   4'b0110;
parameter ALU_BGE =   4'b0111;
parameter ALU_J =     4'b1000;
parameter ALU_MULI =  4'b1001;
parameter OP_ADD = 3'b000,
          OP_MUL = 3'b001,
          OP_SLL = 3'b010,
          OP_BGE = 3'b011;
module Regis(
  clk_i,
  IR_i,
  writenum_i,
  writedata_i,
  data1_o,
  data2_o,
  );
input wire clk_i;
input wire [31:0] IR_i;
input wire [5:0]  writenum_i;
input wire [31:0] writedata_i;
output reg [31:0] data1_o;
output reg [31:0] data2_o;
reg [31:0] value [0:31];
integer i;
initial
begin
  for (i=0;i<32;i=i+1)
    value[i]=32'b0;
end
parameter NIB_SIZE = 4;
parameter BYTE_SIZE = 8;
parameter WORD_SIZE = 16;
parameter MEM_SIZE = 1024 * 4;
parameter ALU_LW =    4'b0000;
parameter ALU_SW =    4'b0001;
parameter ALU_LI =    4'b0010;
parameter ALU_ADDU =  4'b0011;
parameter ALU_ADDIU = 4'b0100;
parameter ALU_SLL =   4'b0101;
parameter ALU_MUL =   4'b0110;
parameter ALU_BGE =   4'b0111;
parameter ALU_J =     4'b1000;
parameter ALU_MULI =  4'b1001;
parameter OP_ADD = 3'b000,
          OP_MUL = 3'b001,
          OP_SLL = 3'b010,
          OP_BGE = 3'b011;
always @(negedge clk_i)
begin
  if (IR_i[31:28] == ALU_BGE)
    begin
      data1_o = value[IR_i[27:23]];
      data2_o = value[IR_i[22:18]];
    end
  else
  if (IR_i[31:28] == ALU_ADDU ||
        IR_i[31:28] == ALU_MUL)
      begin
        data1_o = value[IR_i[22:18]];
        data2_o = value[IR_i[17:13]];
      end
    else begin
      data1_o = value[IR_i[22:18]];
      data2_o = value[IR_i[27:23]];
    end
end
always @(writenum_i or writedata_i)
begin
    if (writenum_i[5] == 1'b1)  
      value[writenum_i[4:0]] = writedata_i;
end
endmodule
==> results_dict.tcl <==
# yosys + openroad results
set metrics [dict create \
    status "did not finish" \
    haltStage "global routing (5_1_grt)" \
    error "[ERROR GRT-0183] Net clknet_0_clk_i: heap underflow during 3D maze routing." \
    dpl_worst_slack_ps -550 \
    xor_area_share_pct 0.0226 \
    portBuffers 121 \
    synth_top_area_share_pct 39.7 \
    yosys-top-cells-count "dlxtn_1 (1024), a22oi_1 (741), nand3_1 (436)" \
    syn_avg_cell_area_um2 8.43 \
    postCtsHoldBufs 0 \
    edf_count 0 \
    async_flop_share_pct 0 \
    untimed_endpoints 1024 \
    root_buffer "clkbuf_16" \
    synthAdderAreaFrac_pct 0 \
    synthTopCellsByArea "dlxtn_1 (40%), a22oi_1 (14%), nand3_1 (5.6%)" \
    htreeDepth 3 \
    placed_area_mm2 0.0476 \
    top_cell "dlxtn_1" \
    yosysWarnings 2 \
    synth_flop_count 1088 \
    fp-row-count 101 \
    cts_setup_buffers 0 \
    netlist_area_mm2 0.0388 \
    unclocked_regs 1024 \
    cts_buffers 9 \
    yosys-stat-cells 4600 \
    clock_path_buffers 2 \
    compound_area_share_pct 28.5 \
    ys_top_logic_family "AND-OR/OR-AND gates" \
    fp-utilization_pct 50.8 \
    ys_area_mm2 0.0388 \
    die_w_um 281 \
    grt_max_degree 43 \
    io_pins 135 \
    synth_cells 4600 \
    yosysUniqueCellTypes 77 \
    ys_sh_simple_pct 21.1 \
    die.size.y_um 281 \
    gp_congestion 1.34 \
    ys_sh_mux_pct 2.93 \
    dp_hpwl_mm 212 \
    yosys.area.top_type "dlxtn_1" \
    flop_cell "dlxtn_1" \
]
per-stage QoR:
| stage | cells | total power, mW |
|---|---|---|
| after detailed placement | 6099 | 2.32 |
| after global placement | 6098 | 2.33 |
| after floorplan | 4600 | 1.41 |
| after CTS | 6177 | 2.87 |
timing repair:
| action | in CTS |
|---|---|
| pin swaps | 0 |
| setup endpoints to repair | 4 |
| gates resized | 2 |
| hold endpoints to repair | 0 |
cell families after synthesis:
group / count (synthesis)
AND-OR/OR-AND: 1432
XOR/XNOR: 1
buffers and inverters: 420
flip-flops: 64
latches: 1024
multiplexers: 108
AND/OR/NAND/NOR: 1551
Power is estimated from default activity; no workload was simulated.
