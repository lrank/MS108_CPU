`constraint.sdc`:
```
current_design MUX32

set clk_period 1.0
set clk_io_pct 0.2

create_clock -name clk0 -period $clk_period

set non_clock_inputs [all_inputs -no_clocks]
set_input_delay [expr $clk_period * $clk_io_pct] -clock clk0 $non_clock_inputs
set_output_delay [expr $clk_period * $clk_io_pct] -clock clk0 [all_outputs]
```
`config.mk`:
```
export PLATFORM = sky130hd
export DESIGN_NAME = MUX32
export DESIGN_NICKNAME = MUX32
export VERILOG_FILES = /design/flow/design.v
export SDC_FILE = /design/flow/constraint.sdc
export NUM_CORES = 4
export LEC_CHECK = 1
export CORE_AREA = 10 10 70 70
export DIE_AREA = 0 0 80 80
```
`design.v`:
```
parameter NIB_SIZE = 4;
parameter BYTE_SIZE = 8;
parameter WORD_SIZE = 16;
parameter MEM_SIZE = 1024 * 4;
parameter ALU_LW =    4'b0000;
parameter ALU_SW =    4'b0001;
parameter ALU_LI =    4'b0010;
parameter ALU_ADDU =  4'b0011;
parameter ALU_ADDIU = 4'b0100;
parameter ALU_SLL =   4'b0101;
parameter ALU_MUL =   4'b0110;
parameter ALU_BGE =   4'b0111;
parameter ALU_J =     4'b1000;
parameter ALU_MULI =  4'b1001;
parameter OP_ADD = 3'b000,
          OP_MUL = 3'b001,
          OP_SLL = 3'b010,
          OP_BGE = 3'b011;
parameter NIB_SIZE = 4;
parameter BYTE_SIZE = 8;
parameter WORD_SIZE = 16;
parameter MEM_SIZE = 1024 * 4;
parameter ALU_LW =    4'b0000;
parameter ALU_SW =    4'b0001;
parameter ALU_LI =    4'b0010;
parameter ALU_ADDU =  4'b0011;
parameter ALU_ADDIU = 4'b0100;
parameter ALU_SLL =   4'b0101;
parameter ALU_MUL =   4'b0110;
parameter ALU_BGE =   4'b0111;
parameter ALU_J =     4'b1000;
parameter ALU_MULI =  4'b1001;
parameter OP_ADD = 3'b000,
          OP_MUL = 3'b001,
          OP_SLL = 3'b010,
          OP_BGE = 3'b011;
parameter NIB_SIZE = 4;
parameter BYTE_SIZE = 8;
parameter WORD_SIZE = 16;
parameter MEM_SIZE = 1024 * 4;
parameter ALU_LW =    4'b0000;
parameter ALU_SW =    4'b0001;
parameter ALU_LI =    4'b0010;
parameter ALU_ADDU =  4'b0011;
parameter ALU_ADDIU = 4'b0100;
parameter ALU_SLL =   4'b0101;
parameter ALU_MUL =   4'b0110;
parameter ALU_BGE =   4'b0111;
parameter ALU_J =     4'b1000;
parameter ALU_MULI =  4'b1001;
parameter OP_ADD = 3'b000,
          OP_MUL = 3'b001,
          OP_SLL = 3'b010,
          OP_BGE = 3'b011;
module MUX32(
    data1_i,
    data2_i,
    select_i,
    data_o
);
input wire [31:0] data1_i;
input wire [31:0] data2_i;
input wire select_i;
output reg [31:0] data_o;
always @(data1_i or data2_i or select_i)
begin
  data_o=(select_i==1'b1)? data2_i :data1_i;
end
endmodule 
```
`run.sh`:
```
#!/bin/bash
# OpenROAD 26Q1-2900-gdf79404cd8, Yosys 0.63+post, stock flow scripts
make -C /OpenROAD-flow-scripts/flow DESIGN_CONFIG=/design/flow/config.mk WORK_HOME=/design/flow/orfs finish
```
==> qor.csv <==
stage;metric;value;unit
yosys;yosys adder share;0;
floorplan;IO Pins;97;
yosys;synthesized area;544.3;sq um
yosys;Synth mux share;0.8690;
finish;synth-to-layout area growth;212.0;%
route;DR pass1 iterations;2;
critical_path;Critical Path Max Stage Delay;0.30;ns
final_timing;slack of the critical path;-0.1754;ns
yosys;post-synth top area cell;mux2_4;
power;sequential share of power;0;
yosys;top area contributor share;0.8276;
finish;Seq cells;0;
critical_path;CP cell instances;buf_12 -> buf_12 -> buf_8 -> mux2_4 -> buf_6;
yosys;post-synthesis sequential area ratio;0;
yosys;cell count listed in synth_stat.txt;36;
floorplan;CORE AREA;0.003416;sq mm
final_timing;Fmax;850.8;MHz
finish;storage element area;0;sq um
yosys;xor/xnor share;0;
route;wirelength, routed;2.849;mm
place;post-detail-place hpwl;2.396;mm
yosys;synth warn;1;
min_path;hold_sp;data1_i[24];
global_routing;vias in the first global route;824;
power;Max rail drop VDD;0.1734;mV
outcome;status;finished, violations left;
power;Int Power;0.0005192;W
floorplan;die area;0.006400;sq mm
power;Pwr per Cell Area;388.7;mW/mm^2
final_timing;Max-slew headroom;0.9592;
route;Via density;3.802;
final_timing;Slew @ Worst Pin;0.06111;ns
power;Leakage;0.9905;nW
critical_path;Worst setup SP type;input pin;
global_routing;antenna violations before repair;0;
finish;Top Layout Cells;40 x dlygate4sd2_1, 32 x mux2_4, 29 x buf_6;
outcome;violated checks;setup timing;
floorplan;Die Wd;80;um
yosys;aoi/oai-family share of the synthesized area;0;
floorplan;Die Ht;80;um
critical_path;Setup Crit Path Kind;input pin to output port;
yosys;Simple-Gate Area Share;0;
finish;final core occ;0.4971;
final_timing;post-layout period usage;1.175;
finish;count of clock buffers in the final design;0;
power;Comb pwr share;1.000;
power;Clk pwr share;0;
power;switch share;0.2133;
final_timing;RSZ-0062 raised after global routing;true;
critical_path;CP Data Required Time;0.80;ns
route;WL/cell;14.84;um
finish;share of cells above drive strength 1;0.5616;
place;global placer's final weighted congestion;0.7595;
yosys;largest cells by area after synthesis;mux2_4 83%, buf_12 11%, mux2_2 4.1%, buf_6 2.1%;
job;max-cap violations;0;
yosys;post-synthesis cell count;36;
place;Port-buffer cells;97;
global_routing;total gr overflow;0;
power;Psw;0.0001408;W
critical_path;cell mode on critical path;buf_12;
critical_path;Worst EP arrival;0.98;ns
route;Initial DRC Count;4;
route;DRT antenna net count;0;
route;drt drc;0;
finish;FILL cells;327;
final_timing;Final Hold Fails;0;
yosys;Mean Syn Cell Area;15.12;sq um
yosys;synth unique cells;4;
yosys;Top logic family;multiplexers;
power;overall power after layout;0.0006599;W
final_timing;Slew Limit Fails;0;
yosys;yosys synthesis chip area;544.3;sq um
floorplan;Initial Utilization;0.1593;
global_routing;first-pass GRT wire length;4.146;mm
route;Vias;730;
critical_path;crit end category;output port;
floorplan;FP Rows;21;
finish;most frequent logic cell in the layout;dlygate4sd2_1;
final_timing;min Tclk post-route;1.175;ns
global_routing;largest net degree at the start of global routing;8;
critical_path;CP Launch Point;select_i;
final_timing;Final setup viols;32;
job;Log Warnings;34;
critical_path;slowest stage cell, crit path;mux2_4;
global_routing;gr usage total;0.07873;
route;total inserted antenna cells;0;
min_path;Hold WC Path Type;input pin to output port;
critical_path;CP max FO;7;
-- power by group through the flow --
stage	logic (W)	clock network, W	registers, W
finish	0.000660	0	0
global route	0.000706	0	0
CTS	0.000644	0	0
-- through the flow --
step	hold WS (ns)	TNS, ns	cell area [sq um]	worst slack (ns)	cells
3_5_place_dp	1.335	-15.27	1536	-0.4966	177
2_1_floorplan	0.4977	0	544.3	0.06690	36
4_1_cts	0.8004	-5.196	1607	-0.1777	192
3_3_place_gp	1.331	-15.25	1536	-0.4922	177
6_report	0.6943	-5.032	1698	-0.1754	192
5_1_grt	0.7141	-5.619	1698	-0.1938	192
-- Yosys cell counts, drive strengths merged --
cell  number
buf        4
mux2      32
-- kinds of logic after synthesis --
group and Yosys count:
mux 32, buf+inv 4
-- what timing repair did --
action | CTS | global route
cloned | 1 | 0
hold buffers | 0 | 0
buffers inserted | 14 | 0
gates resized | 170 | 23
setup endpoints to repair | 32 | 32
hold endpoints to repair | 0 | 0
-- worst max-delay path: cells and delay by family --
| kind | cells | cell delay (ns) |
|---|---|---|
| buffers and inverters | 4 | 0.47 |
| muxes | 1 | 0.30 |
-- cell type report --
type	count	area [sq um]	area share
multi-input combinational	32	480.5	0.2830
tap	46	57.56	0.03390
timing repair buffer	114	1160	0.6831
-- layer usage --
layer / global-route usage / up-vias / part of all wire
li1: - / 362 / -
met1: 0.08965 / 317 / 0.40
met2: 0.1429 / 51 / 0.49
met3: 0.03068 / 0 / 0.11
met4: 0 / 0 / 0
met5: 0 / - / 0
-- path summary, 6_finish.rpt --
check,to,slack (ns),cells past startpoint
worst min-delay path,data_o[24],0.69,3
worst max-delay path,data_o[31],-0.18,5
Power figures rest on the tool's default switching activity, not on a simulated workload.
