==> design/flow/design.v <==
parameter NIB_SIZE = 4;
parameter BYTE_SIZE = 8;
parameter WORD_SIZE = 16;
parameter MEM_SIZE = 1024 * 4;
parameter ALU_LW =    4'b0000;
parameter ALU_SW =    4'b0001;
parameter ALU_LI =    4'b0010;
parameter ALU_ADDU =  4'b0011;
parameter ALU_ADDIU = 4'b0100;
parameter ALU_SLL =   4'b0101;
parameter ALU_MUL =   4'b0110;
parameter ALU_BGE =   4'b0111;
parameter ALU_J =     4'b1000;
parameter ALU_MULI =  4'b1001;
parameter OP_ADD = 3'b000,
          OP_MUL = 3'b001,
          OP_SLL = 3'b010,
          OP_BGE = 3'b011;
parameter NIB_SIZE = 4;
parameter BYTE_SIZE = 8;
parameter WORD_SIZE = 16;
parameter MEM_SIZE = 1024 * 4;
parameter ALU_LW =    4'b0000;
parameter ALU_SW =    4'b0001;
parameter ALU_LI =    4'b0010;
parameter ALU_ADDU =  4'b0011;
parameter ALU_ADDIU = 4'b0100;
parameter ALU_SLL =   4'b0101;
parameter ALU_MUL =   4'b0110;
parameter ALU_BGE =   4'b0111;
parameter ALU_J =     4'b1000;
parameter ALU_MULI =  4'b1001;
parameter OP_ADD = 3'b000,
          OP_MUL = 3'b001,
          OP_SLL = 3'b010,
          OP_BGE = 3'b011;
parameter NIB_SIZE = 4;
parameter BYTE_SIZE = 8;
parameter WORD_SIZE = 16;
parameter MEM_SIZE = 1024 * 4;
parameter ALU_LW =    4'b0000;
parameter ALU_SW =    4'b0001;
parameter ALU_LI =    4'b0010;
parameter ALU_ADDU =  4'b0011;
parameter ALU_ADDIU = 4'b0100;
parameter ALU_SLL =   4'b0101;
parameter ALU_MUL =   4'b0110;
parameter ALU_BGE =   4'b0111;
parameter ALU_J =     4'b1000;
parameter ALU_MULI =  4'b1001;
parameter OP_ADD = 3'b000,
          OP_MUL = 3'b001,
          OP_SLL = 3'b010,
          OP_BGE = 3'b011;
module SIGN_EXTEND(
  IR_i,
  data_o
);
input wire [31:0] IR_i;
output reg [31:0] data_o;
parameter NIB_SIZE = 4;
parameter BYTE_SIZE = 8;
parameter WORD_SIZE = 16;
parameter MEM_SIZE = 1024 * 4;
parameter ALU_LW =    4'b0000;
parameter ALU_SW =    4'b0001;
parameter ALU_LI =    4'b0010;
parameter ALU_ADDU =  4'b0011;
parameter ALU_ADDIU = 4'b0100;
parameter ALU_SLL =   4'b0101;
parameter ALU_MUL =   4'b0110;
parameter ALU_BGE =   4'b0111;
parameter ALU_J =     4'b1000;
parameter ALU_MULI =  4'b1001;
parameter OP_ADD = 3'b000,
          OP_MUL = 3'b001,
          OP_SLL = 3'b010,
          OP_BGE = 3'b011;
always @(IR_i)
begin
  if (IR_i[31:28] == ALU_J)
    data_o={IR_i[27], IR_i[27], IR_i[27], IR_i[27],
            IR_i[27:0]};
  else
    if (IR_i[31:28] == ALU_LI)
      data_o={IR_i[22], IR_i[22], IR_i[22], IR_i[22],
        IR_i[22], IR_i[22], IR_i[22], IR_i[22], IR_i[22],
        IR_i[22:0]};
    else
    data_o={IR_i[17], IR_i[17], IR_i[17], IR_i[17],
      IR_i[17], IR_i[17], IR_i[17], IR_i[17], IR_i[17],
      IR_i[17], IR_i[17], IR_i[17], IR_i[17], IR_i[17],
            IR_i[17:0]};
end
endmodule
==> design/flow/run.sh <==
#!/bin/bash
# OpenROAD 26Q1-2900-gdf79404cd8, Yosys 0.63+post, stock flow scripts
make -C /OpenROAD-flow-scripts/flow DESIGN_CONFIG=/design/flow/config.mk WORK_HOME=/design/flow/orfs finish
==> design/flow/config.mk <==
export PLATFORM = sky130hd
export DESIGN_NAME = SIGN_EXTEND
export DESIGN_NICKNAME = SIGN_EXTEND
export VERILOG_FILES = /design/flow/design.v
export SDC_FILE = /design/flow/constraint.sdc
export NUM_CORES = 4
export LEC_CHECK = 1
export CORE_AREA = 10 10 70 70
export DIE_AREA = 0 0 80 80
==> design/flow/constraint.sdc <==
current_design SIGN_EXTEND

set clk_period 2.6
set clk_io_pct 0.2

create_clock -name clk0 -period $clk_period

set non_clock_inputs [all_inputs -no_clocks]
set_input_delay [expr $clk_period * $clk_io_pct] -clock clk0 $non_clock_inputs
set_output_delay [expr $clk_period * $clk_io_pct] -clock clk0 [all_outputs]
==> results_slide.txt <==
Implementation Results

Setup path
  – Worst-path maximum fanout: 4
  – Top delay family on crit path: buffers and inverters
  – Slowest cell on crit path: clkdlybuf4s50_1
  – Crit path to: data_o[23]
  – WP data arrival: 1980 ps
  – Crit path depth: 6
  – CP startpoint kind: input port
  – Worst Path Required: 2080 ps
  – CP Class: in -> out
  – CP endpoint kind: output port
  – CP startpoint: IR_i[22]
  – Critical Path Most Common Cell: clkdlybuf4s50_1
  – Worst Path Buf+Inv: 3
  – Crit path largest cell delay: approximately 480 ps
  – CP Cell Sequence: clkdlybuf4s50_1 > nor4b_4 > o21ai_2 > buf_4 > nand3_1 > clkdlybuf4s50_1

Yosys
  – Distinct lib cells used: 11
  – Syn Area/Cell: 6.55 µm²
  – Synth area leader: buf_4
  – # Cells Yosys: just over 50
  – Area share, top type: 49.4%
  – Synth area leaders: buf_4 49%, nand3_1 15%, nand2_1 11%
  – Cell count after synthesis: just over 50
  – Synth warn: 1
  – Yosys stat area: 334 µm²
  – Mapped Area: 334 µm²
  – Sequential share of the synthesized area: 0%

Routing
  – DR WL/cell: 10.9 µm
  – Routed vias: 346
  – # diodes: 0
  – Post-DRT Antenna Nets: 0
  – Detailed Route Iter0 Violations: 12
  – Post-Route WL: 1240 µm
  – First drt pass iteration count: 4
  – Via/cell ratio: around 3.0
  – DRC violation count after routing: 0

Final layout
  – Fillers: slightly below 400
  – Area Growth Syn to Fin: 92.9%
  – Reg area: 0 µm²
  – Most instantiated logic cells after routing: 25 x clkdlybuf4s50_1, 10 x nand2_1, 9 x nand3_1, 9 x buf_4, 4 x dlygate4sd2_1
  – Clkbuf count: 0
  – Final Non-Filler Cells: 114
  – Flop count: 0
  – Dominant logic cell type in the layout: clkdlybuf4s50_1
  – Share of cells above drive strength 1: 23.5%

Worst hold path
  – Worst hold path class: in -> out

Power
  – Pleak: roughly 0.26 nW
  – Max IR drop VDD: just under 0.07 mV
  – Flop pwr share: 0%
  – Internal: 0.0701 mW
  – Switch Pwr: 0.0325 mW
  – Cell Pwr Density: 159 nW/µm²
  – Clk network pwr share: 0%
  – Net Sw Frac: a little under a third
  – Combinational fraction of design power: 100.0%

Timing
  – Crit path time final: approximately 2500 ps
  – Final hold violations: 0
  – Fmax: 400 MHz
  – Setup violators final: 0
  – Max Slew Vio Count: 0
  – Min Hold Slack: 1040 ps
  – Slew of the pin with the lowest slew margin: 276 ps
  – Max-slew headroom: approximately four fifths
  – Setup ws final: between 90 and 100 ps
  – Sum Neg Setup Slack: 0 ps
  – Period utilization: between 90 and 100%

Floorplanning
  – Row cnt: 21
  – DIE HEIGHT: 80 µm
  – Chip area: 6400 µm²
  – IO Pins: roughly 64
  – Die W: 80 µm
  – Core ar.: 3420 µm²
  – Fp util: 9.78%

GRT
  – Largest net degree at the start of global routing: 7
  – GRT Total Usage: around 3.6%
  – First-pass GRT wire length: 1880 µm
  – Initial antenna violation count: 0
  – Overflow after GRT: 0
  – Vias in the first global route: 350

Clocking
  – Post-CTS Hold Fix Bufs: 0

Placed design
  – Place WS: -108 ps
  – Cell total after placement: 114
  – Final GP Congestion: 0.788
  – Post-DP HPWL: 1070 µm
  – Port buffer count: 30

Flow run
  – Max_cap viols: 0
  – OpenROAD warnings: 32

Outcome
  – Outcome: complete, no violations
area by class of cell:
cell class / count / area [µm²] / share of cell area, %
tap: 46 / 57.6 / 8.93
multi-input combinational: 29 / 221 / 34.4
timing repair buffer: 39 / 365 / 56.7
power groups by stage:
stage / combinational (mW) / clock, mW / sequential, mW
finish: 0.103 / 0 / 0
global route: 0.112 / 0 / 0
CTS: 0.102 / 0 / 0
per-layer routing:
metal / vias to the layer above / track usage, % / share of wire [%]
met3: 0 / 1.82 / 16
met1: 139 / 4.76 / 44
li1: 183 / - / -
met4: 0 / 0 / 0
met2: 24 / 5.30 / 39
met5: - / 0 / 0
cells by family after synthesis:
kind of cell           count (synthesis)  share of synthesized area, %
AND-OR/OR-AND                          3                          8.24
AND/OR/NAND/NOR                       25                          37.5
XOR/XNOR                               1                          4.87
buffers and inverters                 22                          49.4
what timing repair did:
item | CTS | global route
pin swaps | 0 | 1
buffers inserted | 0 | 0
endpoints found under the setup margin | 14 | 4
resized | 9 | 4
worst min-delay path by stage:
stage / startpoint / to / cells past startpoint
after CTS: IR_i[0] / data_o[0] / 0
after global routing: IR_i[0] / data_o[0] / 0
final: IR_i[0] / data_o[0] / 0
synth_stat cells (all sizes together):
cell    n
a21bo   1
and2    1
buf    22
nand2  10
nand3  10
nor2    2
nor4b   2
o21ai   1
o31ai   1
xor2    1
metrics by stage:
step                area (µm²)  total power [mW]  util (%)
CTS                        621             0.102      18.2
global route               644             0.112      18.9
detailed placement         594            0.0980      17.4
global placement           594            0.0977      17.4
floorplan                  334            0.0403         -
finish                     644             0.103      18.9
Power and IR drop assume default switching activity.
